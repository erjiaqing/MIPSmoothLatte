==> flow/design.v <==
module PC( clk, rst, PCWr, NPC, PC );
   input         clk;
   input         rst;
   input         PCWr;
   input  [31:0] NPC;
   output [31:0] PC;
   reg [31:0] PC;
   reg [1:0] tmp;
   always @(posedge clk or posedge rst) begin
      if ( rst )
         PC = 32'h0000_3000;
      else if ( PCWr )
         PC = NPC;
   end  
endmodule
==> flow/run.sh <==
#!/bin/bash
# OpenROAD 26Q1-2900-gdf79404cd8, Yosys 0.63+post, stock flow scripts
make -C /OpenROAD-flow-scripts/flow DESIGN_CONFIG=/design/flow/config.mk WORK_HOME=/design/flow/orfs finish
==> flow/config.mk <==
export PLATFORM = sky130hd
export DESIGN_NAME = PC
export DESIGN_NICKNAME = PC
export VERILOG_FILES = /design/flow/design.v
export SDC_FILE = /design/flow/constraint.sdc
export NUM_CORES = 4
export LEC_CHECK = 1
export CORE_UTILIZATION = 30
==> flow/constraint.sdc <==
current_design PC

set clk_period 1.1
set clk_io_pct 0.2

create_clock -name clk0 -period $clk_period [get_ports {clk}]

set non_clock_inputs [all_inputs -no_clocks]
set_input_delay [expr $clk_period * $clk_io_pct] -clock clk0 $non_clock_inputs
set_output_delay [expr $clk_period * $clk_io_pct] -clock clk0 [all_outputs]
==> run_results.csv <==
group,metric,value,unit
power,finalPower,2.787,mW
final_layout,largest_reg_flops,32,
worst_setup_path,path_buffers,1,
detailed_routing,drtIter0Drc,23,
yosys,synth-edff-count,0,
yosys,yosys_warnings,1,
outcome,status,"finished with violations",
yosys,yosys_cells,69,
min_path,hold_class,"in2async",
worst_setup_path,crit_required,0.88,ns
die,coreArea,4354,um^2
worst_setup_path,r2r_end,"PC[20]$_DFFE_PP0P_",
timing,finalSetupViolCount,1,
yosys,synth_seq_share,0.5944,
yosys,synth_area_per_cell,19.58,um^2
detailed_routing,vias,865,
clocking,cts-root-buf,"clkbuf_8",
worst_setup_path,crit_path_start_kind,"flip-flop",
worst_setup_path,worst_path_max_delay_cell,"dfstp_2",
worst_setup_path,cp.depth,1,
timing,hold_slack,0.2724,ns
clocking,cts_tree,"done",
final_layout,nFillCells,369,
die,die_x,69.12,um
final_layout,synthToLayoutAreaGrowth,61.85,%
timing,fin_crit_sh,1.003,
worst_setup_path,arrival,0.88,ns
yosys,async_flop_share,1.000,
clocking,insertion_delay,0.27,ns
worst_setup_path,end_kind,"output port",
worst_setup_path,cp-startpoint,"PC[12]$_DFFE_PP1P_",
yosys,ys.flops,32,
detailed_routing,antenna_cells,0,
timing,tightest_slew,0.1762,ns
global_routing,grt.overflow.total,0,
die,initCoreUtil,0.3103,
clocking,cts_buffers,5,
timing,final_max_slew_viol_count,0,
worst_setup_path,r2r_slack,0.10,ns
power,peakVddDrop,0.5266,mV
die,die_area,4777,um^2
detailed_routing,wire_per_inst,12.51,um
power,leakage,1.032,nW
timing,fin_skew,0,ns
global_routing,grt_pass1_vias,912,
timing,slew_headroom,0.8825,
yosys,largest_area_cell,"dfrtp_1",
worst_setup_path,critical_path.max_stage_delay,0.53,ns
clocking,path_clk_slew,0.07,ns
placed_design,dp_hpwl,1716,um
global_routing,grt_usage,0.1176,
die,rows,24,
yosys,netlist_instances,69,
timing,setup_ws,-0.002755,ns
yosys,syn_area,1351,um^2
placed_design,place.gp.congestion,0.7576,
worst_setup_path,cp-endpoint,"PC[12]",
run,warnings,27,
clocking,clockBufferDepth,2,
detailed_routing,firstDrtPassIters,3,
placed_design,port_buffers,66,
timing,rsz0062_at_grt,"true",
worst_setup_path,crit_chain,"buf_2",
timing,min_period,1.103,ns
worst_setup_path,cp_top_family,"flip-flops",
global_routing,grt_max_degree,33,
yosys,area_leaders,"dfrtp_1 56%, mux2_4 33%, buf_12 4.4%",
clocking,h-tree-depth,2,
outcome,violations,"negative setup slack",
die,die_y,69.12,um
run,maxCapViolations,0,
worst_setup_path,path_max_fanout,2,
die,pin_count,67,
detailed_routing,postRouteAntennaNets,0,
power,powerDensity,1274,nW/um^2
detailed_routing,routed_wirelength,2565,um
yosys,yosys-top-cells-count,"30 x dfrtp_1, 30 x mux2_4, 3 x buf_12",
detailed_routing,drcViolationCount,0,
timing,max_freq,906.8,MHz
global_routing,antenna_found_initial,0,
worst_setup_path,rr_startpoint,"PC[20]$_DFFE_PP0P_",
worst_setup_path,r2r_cells,3,
yosys,synthFlopType,"dfrtp_1",
global_routing,grt_pass1_wl,4347,um
yosys,synth.distinct_cells,7,
detailed_routing,vias_per_cell,4.220,
final_layout,drive_above_1_share,0.4314,
timing,hold_viol,0,
yosys,ys_chip_area,1351,um^2
worst_setup_path,critPathKind,"reg2out",
yosys,yosys.area.top_type_share,0.5556,
clocking,clock_sinks,32,
layout make-up:
cell class	count	area (um^2)	share of cell area
flip-flops and latches	32	803.3	0.3673
clock inverters	2	12.51	0.005721
clock buffers	5	68.82	0.03146
well taps	52	65.06	0.02975
inverters	1	3.754	0.001716
repair buffers	81	760.7	0.3478
multi-input cells	32	473.0	0.2162
tightest hold or removal path, cell delays in order:
cell and delay [ns]:
clkdlybuf4s50_1 0.39, inv_1 0.09, buf_12 0.21
repair_timing:
item	CTS	global route
setup endpoints to repair	32	10
resized	66	7
setup buffers	11	1
pin swaps	0	0
hold buffers	0	0
worst min path at each step:
stage / startpoint / cells after the start / endpoint
finish: rst / 3 / PC[24]$_DFFE_PP0P_
global route: PCWr / 2 / PC[11]$_DFFE_PP0P_
CTS: rst / 3 / PC[24]$_DFFE_PP0P_
cells in the final DEF, fill, tap and decap left out, types with 2 or more instances in the layout:
cell,count
buf_4,12
clkdlybuf4s15_1,23
mux2_4,30
clkbuf_8,5
clkbuf_2,7
dfstp_2,2
clkdlybuf4s50_1,33
buf_2,3
mux2_2,2
buf_12,3
dfrtp_1,30
where the power goes:
group / switching (mW) / internal [mW]
logic: 0.127 / 0.460
registers: 0.0611 / 1.30
clock network: 0.411 / 0.427
total: 0.599 / 2.19
kinds of logic (layout without fill, tap and decap cells):
group	count (synthesis)	count (layout)	synth area share
buffers and inverters	5	89	0.05555
flip-flops	32	32	0.5944
multiplexers	32	32	0.3500
through the flow:
stage | TNS, ns | utilization | instances | setup WS [ns] | area [um^2]
after floorplan | 0 | - | 69 | 0.1925 | 1351
after global placement | -0.1529 | 0.4733 | 186 | -0.08183 | 2061
after detailed placement | -0.1441 | 0.4733 | 186 | -0.07591 | 2061
after CTS | -0.02965 | 0.5086 | 204 | -0.01919 | 2215
after global routing | -0.06470 | 0.5023 | 205 | -0.03509 | 2187
final | -0.002755 | 0.5023 | 205 | -0.002755 | 2187
per-layer routing:
layer / part of all wire / global-route usage / vias to the layer above
met5: 0 / 0 / -
met4: 0.018 / 0.01814 / 0
met3: 0.089 / 0.04451 / 5
met2: 0.41 / 0.1640 / 42
met1: 0.48 / 0.1847 / 416
li1: - / - / 402
Power and IR drop assume default switching activity.
