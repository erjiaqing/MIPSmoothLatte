<file path="flow/constraint.sdc">
current_design mux8

set clk_period 1.7
set clk_io_pct 0.2

create_clock -name clk0 -period $clk_period

set non_clock_inputs [all_inputs -no_clocks]
set_input_delay [expr $clk_period * $clk_io_pct] -clock clk0 $non_clock_inputs
set_output_delay [expr $clk_period * $clk_io_pct] -clock clk0 [all_outputs]
</file>
<file path="flow/run.sh">
#!/bin/bash
# OpenROAD 26Q1-2900-gdf79404cd8, Yosys 0.63+post, stock flow scripts
make -C /OpenROAD-flow-scripts/flow DESIGN_CONFIG=/design/flow/config.mk WORK_HOME=/design/flow/orfs finish
</file>
<file path="flow/design.v">
module mux2 #(parameter WIDTH = 32)
             (d0, d1,
              s, y);
    input  [WIDTH-1:0] d0, d1;
    input              s;
    output [WIDTH-1:0] y;
    assign y = ( s == 1'b1 ) ? d1:d0;
endmodule
module mux4 #(parameter WIDTH = 32)
             (d0, d1, d2, d3,
              s, y);
    input  [WIDTH-1:0] d0, d1, d2, d3;
    input  [1:0] s;
    output [WIDTH-1:0] y;
    reg [WIDTH-1:0] y_r;
    always @( * ) begin
        case ( s )
            2'b00: y_r = d0;
            2'b01: y_r = d1;
            2'b10: y_r = d2;
            2'b11: y_r = d3;
            default: ;
        endcase
    end  
    assign y = y_r;
endmodule
module mux8 #(parameter WIDTH = 8)
             (d0, d1, d2, d3,
              d4, d5, d6, d7,
              s, y);
    input  [WIDTH-1:0] d0, d1, d2, d3;
    input  [WIDTH-1:0] d4, d5, d6, d7;
    input  [2:0]       s;
    output [WIDTH-1:0] y;
    reg [WIDTH-1:0] y_r;
    always @( * ) begin
        case ( s )
            3'd0: y_r = d0;
            3'd1: y_r = d1;
            3'd2: y_r = d2;
            3'd3: y_r = d3;
            3'd4: y_r = d4;
            3'd5: y_r = d5;
            3'd6: y_r = d6;
            3'd7: y_r = d7;
            default: ;
        endcase
    end  
    assign y = y_r;
endmodule
module mux16 #(parameter WIDTH = 8)
             (d0, d1, d2, d3,
              d4, d5, d6, d7,
              d8, d9, d10, d11,
              d12, d13, d14, d15,
              s, y);
    input [WIDTH-1:0] d0, d1, d2, d3;
    input [WIDTH-1:0] d4, d5, d6, d7;
    input [WIDTH-1:0] d8, d9, d10, d11;
    input [WIDTH-1:0] d12, d13, d14, d15;
    input [3:0] s;
    output [WIDTH-1:0] y;
    reg [WIDTH-1:0] y_r;
    always @( * ) begin
        case ( s )
            4'd0:  y_r = d0;
            4'd1:  y_r = d1;
            4'd2:  y_r = d2;
            4'd3:  y_r = d3;
            4'd4:  y_r = d4;
            4'd5:  y_r = d5;
            4'd6:  y_r = d6;
            4'd7:  y_r = d7;
            4'd8:  y_r = d8;
            4'd9:  y_r = d9;
            4'd10: y_r = d10;
            4'd11: y_r = d11;
            4'd12: y_r = d12;
            4'd13: y_r = d13;
            4'd14: y_r = d14;
            4'd15: y_r = d15;
            default: ;
        endcase
    end  
    assign y = y_r;
endmodule
</file>
<file path="flow/config.mk">
export PLATFORM = sky130hd
export DESIGN_NAME = mux8
export DESIGN_NICKNAME = mux8
export VERILOG_FILES = /design/flow/design.v
export SDC_FILE = /design/flow/constraint.sdc
export NUM_CORES = 4
export LEC_CHECK = 1
export CORE_AREA = 10 10 70 70
export DIE_AREA = 0 0 80 80
</file>
==> results.json <==
{
  "critPathMaxStageDelay_ps": 480,
  "status": "complete, but fails checks",
  "num_vias": 700,
  "hold_ws_ps": 1260,
  "ff_count": 0,
  "p_total_uw": 332,
  "final_common_cell": "dlygate4sd2_1",
  "fmax_ghz": 0.538,
  "fp.dieW_microns": 80,
  "clock_buffers": 0,
  "area_growth_syn_to_layout_pct": 150,
  "powerDensity_mw_per_mm2": 234,
  "p_leak_nw": 0.671,
  "cp-end-kind": "output pin",
  "logic_area_sq_um": 514,
  "dr.pass1.iters": 2,
  "worstPathCellList": "buf_8, buf_16, buf_8, mux4_2, mux2_4, buf_2",
  "core-area_sq_mm": 0.00342,
  "io_pins": 75,
  "wl_per_cell_microns": 17.0,
  "fill_cells": 383,
  "cp_num_cells": 6,
  "worstPathMaxFanout": 4,
  "synth_cell_types": 17,
  "crit_path_top_delay_cell": "mux4_2",
  "min_path_type": "input port to output pin",
  "final_cell_mix": "dlygate4sd2_1 (59), mux4_2 (14), mux2_4 (7)",
  "initCoreUtil_pct": 16.6,
  "numPortBuffers": 75,
  "grtUsageTotal_pct": 8.88,
  "ys_area_sq_um": 568,
  "fin_crit_ps": 1860,
  "drcViolationCount": 0,
  "relSlewSlack_pct": 83.3,
  "fin_crit_sh_pct": 109,
  "violations": "negative setup slack",
  "synth_seq_share_pct": 0,
  "log.warning_count": 34,
  "path_delay_family": "multiplexers",
  "setup_ws_ps": -159,
  "synth.avg_cell_area_sq_um": 14.6,
  "grt_overflow_total": 0,
  "min_delay_path_depth": 5,
  "hold_violations": 0,
  "start_kind": "input port",
  "wirelength_microns": 2840,
  "rsz0062_at_grt": "yes",
  "drive_gt1_share_pct": 36.4,
  "grt_pass1_wl_microns": 4530,
  "drv_slew": 0,
  "crit_top_cell": "buf_8",
  "grt_max_degree": 10,
  "worstPathArrival_ps": 1520,
  "cap_violations": 0,
  "dp_hpwl_microns": 2260,
  "die_area_sq_mm": 0.00640,
  "die_y_microns": 80,
  "first_iter_violations": 18,
  "worst_pin_slew_ps": 251,
  "synth_cells": 39,
  "ys_warn_count": 1,
  "diodes": 0,
  "crit_buf_inv": 4,
  "globalplace.congestion": 0.738,
  "cp.required_ps": 1360,
  "synth_area_sq_um": 568,
  "antenna_left": 0,
  "ys_cells": 39,
  "setup_viol": 8,
  "grt_pass1_vias": 836,
  "vias_per_cell": 4.19,
  "flop_area_sq_um": 0,
  "critical_path_class": "input port to output pin",
  "antenna_found_initial": 0,
  "fp-row-count": 21,
  "peakVddDrop_mv": 0.0875
}
area by class of cell:
type,instances,share of cell area [%]
Inverter,1,0.264
Multi-Input combinational cell,33,36.1
Tap cell,46,4.05
Timing Repair Buffer,87,59.5
cells in the mapped netlist (2+ instances only):
| library cell | instances | area [sq um] |
|---|---|---|
| mux4_1 | 12 | 315 |
| mux2_2 | 7 | 78.8 |
| mux2i_1 | 3 | 30.0 |
| buf_2 | 2 | 10.0 |
| buf_6 | 2 | 22.5 |
| mux4_2 | 2 | 45.0 |
path summary, 6_finish.rpt:
path	startpoint	to	slack (ps)
max	s[0]	y[0]	-160
min	d4[2]	y[2]	1260
kinds of logic (layout without fill, tap and decap cells):
family                 Yosys count  after routing  synth area share [%]
AND-OR/OR-AND                    5              5                  5.95
buffers and inverters            6             88                  7.05
AND/OR/NAND/NOR                  4              4                  4.40
multiplexers                    24             24                  82.6
routing by layer:
metal	vias to the layer above	global-route usage (%)	share of wire (%)
met3	0	3.30	10
met2	42	13.6	46
met5	-	0	0
met1	317	12.4	44
met4	0	0	0
li1	341	-	-
report_power, final:
part           switching (mW)  internal (mW)  total [mW]
registers                   0              0           0
clock network               0              0           0
logic                  0.0838          0.249       0.332
through the flow:
| step | TNS, ps | std cells | util [%] | instance area (sq um) | worst slack, ps |
|---|---|---|---|---|---|
| 2_1_floorplan | 0 | 39 | - | 568 | 121 |
| 3_3_place_gp | -7080 | 161 | 41.3 | 1410 | -905 |
| 3_5_place_dp | -7170 | 161 | 41.3 | 1410 | -912 |
| 4_1_cts | -998 | 167 | 41.6 | 1420 | -174 |
| 5_1_grt | -1260 | 167 | 41.6 | 1420 | -217 |
| 6_report | -895 | 167 | 41.6 | 1420 | -159 |
timing repair:
action,CTS,global route
setup buffers,4,0
cloned,2,0
hold buffers,0,0
gates resized,126,0
endpoints found under the setup margin,8,8
pin swaps,2,0
